### ./run.sh
#!/bin/bash
# OpenROAD 26Q1-2900-gdf79404cd8, Yosys 0.63+post, stock flow scripts
make -C /OpenROAD-flow-scripts/flow DESIGN_CONFIG=/design/flow/config.mk WORK_HOME=/design/flow/orfs finish
### ./config.mk
export PLATFORM = sky130hd
export DESIGN_NAME = ssu
export DESIGN_NICKNAME = ssu
export VERILOG_FILES = /design/flow/design.v
export SDC_FILE = /design/flow/constraint.sdc
export NUM_CORES = 4
export LEC_CHECK = 1
export CORE_AREA = 10 10 70 70
export DIE_AREA = 0 0 80 80
### ./constraint.sdc
current_design ssu

set clk_period 2.7
set clk_io_pct 0.2

create_clock -name clk0 -period $clk_period

set non_clock_inputs [all_inputs -no_clocks]
set_input_delay [expr $clk_period * $clk_io_pct] -clock clk0 $non_clock_inputs
set_output_delay [expr $clk_period * $clk_io_pct] -clock clk0 [all_outputs]
### ./design.v
module ssu (input logic [31:0] Ins1, Ins2,
	output logic [2:0] ALUControl,
	output logic RegWrite, InsSrc, PCInt);
logic enable;
logic [2:0] sout;
logic [5:0] funct;
assign enable = ((Ins1[6:0] === 7'b0110011)|(Ins1[6:0] === 7'b0010011))&(Ins2[6:0] === 7'b0110011)&((Ins1[11:7] !== Ins2[11:7])&(Ins1[11:7] !== Ins2[19:15])&(Ins1[11:7] !== Ins2[24:20]));
assign sout = (enable) ? 3'b111 : 3'b000;
assign {RegWrite, InsSrc, PCInt} = sout;
assign funct = {Ins2[14:12], Ins2[31:30], enable};  
always_comb
casez(funct)
6'b000_00_1: ALUControl <= 3'b010;  
6'b000_01_1: ALUControl <= 3'b110;  
6'b111_00_1: ALUControl <= 3'b000;  
6'b110_00_1: ALUControl <= 3'b001;  
6'b010_00_1: ALUControl <= 3'b111;  
6'b???_??_0: ALUControl <= 3'b010;  
default: ALUControl <= 3'b010;
endcase
endmodule
==> out/metrics.csv <==
stage,metric,value,unit
synth,synthesized area,298,um2
final_timing,fmax,384,MHz
final_timing,Max-slew headroom,83.8,%
global_route,first-pass GRT wire length,2150,um
power,Psw,0.0000319,W
critical_path,Worst EP required,2160,ps
final_timing,transition time of the tightest slew-check pin,242,ps
run,OpenROAD warning count,59,
layout,area grow syn2layout,177,%
synth,Yosys Chip Area,298,um2
layout,footprint of the multi-input gates,314,um2
critical_path,crit-path max FO,2,
power,Tot Pwr,0.000102,W
routing,total DRC errors in the routed layout,0,
place,PortBufs,44,
global_route,largest net degree at the start of global routing,5,
layout,clock buffers,0,
routing,TritonRoute pass-1 iters,1,
critical_path,crit path kind,in2out,
floorplanning,# rows,21,
synth,Distinct lib cells used,16,
routing,ant diodes,0,
power,Leakage,0.349,nW
power,sequential share of power,0,%
global_route,GRT overflow,0,
synth,YS warnings,1,
floorplanning,num ports,70,
cts,hold buffers post-CTS,0,
outcome,outcome,"finished, final reports clean",
synth,Syn Inst Count,38,
power,PwrDens,123,nW/um2
run,# Max-Cap Violations,0,
routing,initial DRC count,0,
place,DP HPWL,1280,um
floorplanning,Core Box Area,3420,um2
place,Post-Place Cell Area,781,um2
final_timing,setup violators final,0,
final_timing,Max Slew Vio Count,0,
routing,Via-to-Cell Ratio,3.43,
power,sw frac,31.5,%
synth,ys cells,38,
final_timing,fin crit period,2600,ps
critical_path,arrival time at the worst endpoint,2060,ps
place,final estimated routing congestion in global placement,0.828,
critical_path,Worst Setup End Kind,output pin,
power,worst vdd ir,0.0316,mV
layout,Non-Filler Instances,126,
critical_path,Startpoint Class,input port,
global_route,initial antenna violation count,0,
power,Clk pwr share,0,%
worst_hold_path,Hold Path Class,in2out,
layout,FF+latch area,0,um2
layout,cell area after layout,825,um2
routing,final WL,1450,um
global_route,vias in the first global route,458,
floorplanning,die y size,80,um
synth,Synth Seq Share,0,%
power,Internal,0.0000696,W
floorplanning,Die Size,6400,um2
routing,Antenna Violating Nets Remaining,0,
floorplanning,Horiz. Die Dim,80,um
power,Comb power frac,100.0,%
layout,Fillers,377,
floorplanning,Pre-Place Util,8.72,%
final_timing,fin crit share,96.5,%
synth,Syn Area/Cell,7.84,um2
layout,Flop Count,0,
routing,vias,432,
layout,layout cell share with drive strength beyond 1,11.3,%
final_timing,RSZ-0062 raised after global routing,false,
final_timing,"Hold Vio Cnt, Final",0,
global_route,total track usage,4.11,%
routing,Routed WL per cell,11.5,um
place,DP Cell Count,126,
## path summary, 6_finish.rpt
check | startpoint | end | slack, ps | depth (start not counted)
worst min-delay path | Ins2[30] | ALUControl[0] | 1520 | 4
worst max-delay path | Ins2[14] | ALUControl[1] | 100 | 4
## cell families (layout without fill, tap and decap cells)
group	after synthesis	in the layout	synth area share, %
AOI/OAI and AO/OA	2	2	8.40
xor gates and xnor gates	16	16	47.1
buffers and inverters	2	44	5.04
and+or+nand+nor	18	18	39.5
## per-stage QoR
step	hold WS, ps	utilization (%)	TNS [ps]	setup slack (ps)
after floorplan	1180	-	0	852
after global placement	2110	22.9	-106	-90.8
after detailed placement	2100	22.9	-209	-115
after CTS	1960	22.9	-133	-61.6
after global routing	1590	24.1	0	34.2
final	1520	24.1	0	95.4
## power by group through the flow
stage	clock network, W	logic (W)	registers (W)
after CTS	0	0.0000976	0
final	0	0.000102	0
after global routing	0	0.000109	0
## Yosys cell counts, drive strengths merged
master  instances  area share (%)
buf             2             5.0
nand2           4             5.0
nand3           3             6.7
nand3b          1             2.5
nand4b          1             2.9
nor2            1             1.3
nor3            3             5.0
nor4            1             4.2
o211ai          1             4.2
o22ai           1             4.2
or3             1             2.1
or4             1             2.5
or4b            1             3.4
or4bb           1             3.8
xnor2          16              47
## cell usage in the layout (no fill, tap or decap), drive strengths merged, types with 3 or more instances in the layout
| cell type | synthesis | final |
|---|---|---|
| nor3 | 3 | 3 |
| dlygate4sd2 | 0 | 4 |
| xnor2 | 16 | 16 |
| clkdlybuf4s50 | 0 | 33 |
| nand3 | 3 | 3 |
| dlymetal6s2s | 0 | 7 |
| nand2 | 4 | 4 |
## critical path, stage by stage
cell and delay [ps]:
clkdlybuf4s50_1 470, or4bb_1 460, or3_1 340, dlygate4sd2_1 260
## layout make-up
| cell class | count | share of cell area [%] |
|---|---|---|
| repair buffers | 44 | 54.9 |
| multi-input cells | 36 | 38.1 |
| well taps | 46 | 6.98 |
## what timing repair did
action                                 CTS  global route
setup endpoints to repair                6             4
pin swaps                                5             5
endpoints found under the hold margin    0             0
buffers inserted                         0             0
gates resized                            6            11
## per-layer routing
layer,vias up,wire [um],global-route usage [%]
met4,0,0,0
met3,0,301,3.07
met5,-,0,0
met2,44,315,3.85
li1,219,-,-
met1,169,833,6.79
No activity file was given, so power comes from the tool's default toggle rates.
